==> flow/config.mk <==
export PLATFORM = sky130hd
export DESIGN_NAME = axi4_lite_interconnect_m1s2
export DESIGN_NICKNAME = axi4_lite_interconnect_m1s2
export VERILOG_FILES = /design/flow/design.v
export SDC_FILE = /design/flow/constraint.sdc
export NUM_CORES = 4
export LEC_CHECK = 1
export CORE_AREA = 10 10 175 175
export DIE_AREA = 0 0 185 185
==> flow/constraint.sdc <==
current_design axi4_lite_interconnect_m1s2

set clk_period 6.4
set clk_io_pct 0.2

create_clock -name clk0 -period $clk_period [get_ports {iCLK}]

set non_clock_inputs [all_inputs -no_clocks]
set_input_delay [expr $clk_period * $clk_io_pct] -clock clk0 $non_clock_inputs
set_output_delay [expr $clk_period * $clk_io_pct] -clock clk0 [all_outputs]
==> flow/run.sh <==
#!/bin/bash
# OpenROAD 26Q1-2900-gdf79404cd8, Yosys 0.63+post, stock flow scripts
make -C /OpenROAD-flow-scripts/flow DESIGN_CONFIG=/design/flow/config.mk WORK_HOME=/design/flow/orfs finish
==> flow/design.v <==
module axi4_lite_interconnect_m1s2 #(
    parameter ADDR_WIDTH    = 32,
    parameter DATA_WIDTH    = 32,
    parameter LOW_ADDR0     = 32'h0000_0000,
    parameter HIGH_ADDR0    = 32'h0000_FFFF,
    parameter LOW_ADDR1     = 32'h0001_0000,
    parameter HIGH_ADDR1    = 32'h0001_FFFF
) (
    input                               iCLK, iRST,
        input                           m0_AWVALID,
        input   [ADDR_WIDTH-1:0]        m0_AWADDR,
        output                          m0_AWREADY,
        input                           m0_WVALID,
        input   [(DATA_WIDTH/8)-1:0]    m0_WSTRB,
        input   [DATA_WIDTH-1:0]        m0_WDATA,
        output                          m0_WREADY,
        input                           m0_BREADY,
        output                          m0_BVALID,
        output  [1:0]                   m0_BRESP,
        input                           m0_ARVALID,
        input   [DATA_WIDTH-1:0]        m0_ARADDR,
        output                          m0_ARREADY,
        input                           m0_RREADY,
        output                          m0_RVALID,
        output  [1:0]                   m0_RRESP,
        output  [DATA_WIDTH-1:0]        m0_RDATA,
        input                           s0_AWREADY,
        output                          s0_AWVALID,
        output  [ADDR_WIDTH-1:0]        s0_AWADDR,
        input                           s0_WREADY,
        output                          s0_WVALID,
        output  [(DATA_WIDTH/8)-1:0]    s0_WSTRB,
        output  [DATA_WIDTH-1:0]        s0_WDATA,
        input                           s0_BVALID,
        input   [1:0]                   s0_BRESP,
        output                          s0_BREADY,
        input                           s0_ARREADY,
        output                          s0_ARVALID,
        output  [ADDR_WIDTH-1:0]        s0_ARADDR,
        input                           s0_RVALID,
        input   [1:0]                   s0_RRESP,
        input   [DATA_WIDTH-1:0]        s0_RDATA,
        output                          s0_RREADY,
        input                           s1_AWREADY,
        output                          s1_AWVALID,
        output  [ADDR_WIDTH-1:0]        s1_AWADDR,
        input                           s1_WREADY,
        output                          s1_WVALID,
        output  [(DATA_WIDTH/8)-1:0]    s1_WSTRB,
        output  [DATA_WIDTH-1:0]        s1_WDATA,
        input                           s1_BVALID,
        input   [1:0]                   s1_BRESP,
        output                          s1_BREADY,
        input                           s1_ARREADY,
        output                          s1_ARVALID,
        output  [ADDR_WIDTH-1:0]        s1_ARADDR,
        input                           s1_RVALID,
        input   [1:0]                   s1_RRESP,
        input   [DATA_WIDTH-1:0]        s1_RDATA,
        output                          s1_RREADY
);
    localparam IDLE     = 3'b000;
    localparam WRITE    = 3'b001;
    localparam READ     = 3'b010;
    reg         read_start, write_start;
    reg [1:0]   sel_m;
    reg [1:0]   sel_s;
    reg [1:0]   sel_s_reg;
    reg [1:0]   sel_m_reg;
    reg [2:0]   state, next_state;
    initial begin
        sel_s       = 2;
        sel_m       = 1;
    end
    always @(posedge iCLK or negedge iRST) begin
        if (!iRST) begin
            state           <= IDLE;
            sel_s_reg       <= 2;
            sel_m_reg       <= 1;
        end else begin
            state           <= next_state;
            if (state == IDLE) begin
                sel_s_reg   <= sel_s;
                sel_m_reg   <= sel_m;
            end
        end
    end
    always @(*) begin
        case (state)
            IDLE: next_state = (write_start) ? WRITE : ((read_start) ? READ : IDLE);
            WRITE: begin
                case(sel_s)
                    0: next_state = (s0_BVALID && m0_BREADY) ? IDLE : WRITE;
                    1: next_state = (s1_BVALID && m0_BREADY) ? IDLE : WRITE;
                    default: next_state = WRITE;
                endcase
            end
            READ : begin
                case(sel_s)
                    0: next_state = (s0_RVALID && m0_RREADY) ? IDLE : READ;
                    1: next_state = (s1_RVALID && m0_RREADY) ? IDLE : READ;
                    default: next_state = READ;
                endcase
            end
            default: next_state = IDLE;
        endcase
    end
    always @(*) begin
        read_start  = 0;
        write_start = 0;
        if (state == IDLE) begin
            if (m0_ARVALID) begin 
                sel_m = 0; write_start = 0; read_start = 1;
            end else if (m0_AWVALID) begin
                sel_m = 0; write_start = 1; read_start = 0;
            end
            else sel_m = 1;
        end else sel_m = sel_m_reg;
    end
    always @(*) begin
        if (state == IDLE) begin
            if (write_start) begin
                case (sel_m)
                    0: begin
                        if      (m0_AWADDR >= LOW_ADDR0 && m0_AWADDR <= HIGH_ADDR0) sel_s = 0;
                        else if (m0_AWADDR >= LOW_ADDR1 && m0_AWADDR <= HIGH_ADDR1) sel_s = 1;
                        else    sel_s = 2;
                    end
                    default: sel_s = 2;
                endcase
            end
            else if (read_start) begin
                case (sel_m)
                    0: begin
                        if      (m0_ARADDR >= LOW_ADDR0 && m0_ARADDR <= HIGH_ADDR0) sel_s = 0;
                        else if (m0_ARADDR >= LOW_ADDR1 && m0_ARADDR <= HIGH_ADDR1) sel_s = 1;
                        else    sel_s = 2;
                    end
                    default: sel_s = 2;
                endcase
            end else sel_s = 2;
        end else  sel_s = sel_s_reg;
    end
        assign m0_AWREADY   = (sel_s_reg == 0) ? s0_AWREADY : (sel_s_reg == 1) ? s1_AWREADY : 1'b0;
        assign m0_WREADY    = (sel_s_reg == 0) ? s0_WREADY  : (sel_s_reg == 1) ? s1_WREADY  : 1'b0;
        assign m0_BRESP     = (sel_s_reg == 0) ? s0_BRESP   : (sel_s_reg == 1) ? s1_BRESP   : 2'b00;
        assign m0_BVALID    = (sel_s_reg == 0) ? s0_BVALID  : (sel_s_reg == 1) ? s1_BVALID  : 1'b0;
        assign m0_ARREADY   = (sel_s_reg == 0) ? s0_ARREADY : (sel_s_reg == 1) ? s1_ARREADY : 1'b0;
        assign m0_RVALID    = (sel_s_reg == 0) ? s0_RVALID  : (sel_s_reg == 1) ? s1_RVALID  : 1'b0;
        assign m0_RDATA     = (sel_s_reg == 0) ? s0_RDATA   : (sel_s_reg == 1) ? s1_RDATA   : 32'h0;
        assign m0_RRESP     = (sel_s_reg == 0) ? s0_RRESP   : (sel_s_reg == 1) ? s1_RRESP   : 2'b00;
        assign s0_AWADDR   = ((sel_s_reg == 0) && m0_AWVALID && (sel_m_reg == 0)) ? m0_AWADDR - LOW_ADDR0   : 32'h0;
        assign s0_AWVALID  = ((sel_s_reg == 0) && m0_AWVALID && (sel_m_reg == 0)) ? m0_AWVALID              : 1'b0;
        assign s0_WVALID   = ((sel_s_reg == 0) && m0_WVALID  && (sel_m_reg == 0)) ? m0_WVALID               : 1'b0;
        assign s0_WDATA    = ((sel_s_reg == 0) && m0_WDATA   && (sel_m_reg == 0)) ? m0_WDATA                : 32'h0;
        assign s0_WSTRB    = ((sel_s_reg == 0) && m0_WSTRB   && (sel_m_reg == 0)) ? m0_WSTRB                : 4'h0;
        assign s0_BREADY   = ((sel_s_reg == 0) && m0_BREADY  && (sel_m_reg == 0)) ? m0_BREADY               : 1'b0;
        assign s0_ARADDR   = ((sel_s_reg == 0) && m0_ARVALID && (sel_m_reg == 0)) ? m0_ARADDR - LOW_ADDR0   : 32'h0;
        assign s0_ARVALID  = ((sel_s_reg == 0) && m0_ARVALID && (sel_m_reg == 0)) ? m0_ARVALID              : 1'b0;
        assign s0_RREADY   = ((sel_s_reg == 0) && m0_RREADY  && (sel_m_reg == 0)) ? m0_RREADY               : 1'b0;
        assign s1_AWADDR   = ((sel_s_reg == 1) && m0_AWVALID && (sel_m_reg == 0)) ? m0_AWADDR - LOW_ADDR1   : 32'h0;
        assign s1_AWVALID  = ((sel_s_reg == 1) && m0_AWVALID && (sel_m_reg == 0)) ? m0_AWVALID              : 1'b0;
        assign s1_WVALID   = ((sel_s_reg == 1) && m0_WVALID  && (sel_m_reg == 0)) ? m0_WVALID               : 1'b0;
        assign s1_WDATA    = ((sel_s_reg == 1) && m0_WDATA   && (sel_m_reg == 0)) ? m0_WDATA                : 32'h0;
        assign s1_WSTRB    = ((sel_s_reg == 1) && m0_WSTRB   && (sel_m_reg == 0)) ? m0_WSTRB                : 4'h0;
        assign s1_BREADY   = ((sel_s_reg == 1) && m0_BREADY  && (sel_m_reg == 0)) ? m0_BREADY               : 1'b0;
        assign s1_ARADDR   = ((sel_s_reg == 1) && m0_ARVALID && (sel_m_reg == 0)) ? m0_ARADDR - LOW_ADDR1   : 32'h0;
        assign s1_ARVALID  = ((sel_s_reg == 1) && m0_ARVALID && (sel_m_reg == 0)) ? m0_ARVALID              : 1'b0;
        assign s1_RREADY   = ((sel_s_reg == 1) && m0_RREADY  && (sel_m_reg == 0)) ? m0_RREADY               : 1'b0;
endmodule
==> impl_metrics.py <==
# Auto-generated metrics
metrics = {
    "die": {
        "die_w_um": 185,
        "die_height_um": 185,
        "dieArea_um2": 34200,
        "num_rows": 60,
        "initCoreUtil_pct": 11.1,
        "ios": 440,
        "coreArea_um2": 26900,
    },
    "place": {
        "port_buffers": 439,
        "placedCellCount": 1209,
        "hpwl_mm": 20.1,
        "globalplace.congestion": 0.906,
    },
    "drt": {
        "drt-initial-drc-count": 171,
        "dr.pass1.iters": 4,
        "final_antenna_net_count": 0,
        "routed_wl_mm": 22.7,
        "wl_per_cell_um": 18.7,
        "viasPerCell": 3.99,
        "drt_drc_violations_left": 0,
        "num_antenna_cells": 0,
        "vias": 4845,
    },
    "cts": {
        "numCtsBuffers": 3,
        "cts-resized-gates": 0,
        "clk_latency_ps": 230,
        "hold_buffers": 0,
        "postCtsSetupRepairBufs": 0,
        "clock_path_buffers": 2,
        "h-tree-depth": 1,
        "cts_tree": "done",
        "clock_sinks": 7,
        "clkSlewWorstSetupHoldPaths_ps": 40,
        "root_buffer": "clkbuf_16",
    },
    "setup_path": {
        "crit_family": "simple AND/OR/NAND/NOR gates",
        "path_buffers": 2,
        "max_stage_delay_ps": 510,
        "crit_path_start_kind": "input port",
        "path_class": "input port to output pin",
        "path_cells": "clkdlybuf4s50_1, nor2_2, nand3_1, nor3b_1, nand2_1, or3_1, xor2_1, nor2_1, clkdlybuf4s50_1",
        "worstPathMaxFanout": 5,
        "required_ps": 5120,
        "slowest_stage": "clkdlybuf4s50_1",
        "arrival_ps": 3890,
        "worst-r2r-setup-slack_ps": 4440,
        "endpoint_kind": "output pin",
        "cp_common_cell": "clkdlybuf4s50_1",
    },
    "layout": {
        "n_fill_cell": 2857,
        "lay_top_count": "clkdlybuf4s50_1",
        "lay_top_cells": "clkdlybuf4s50_1, and2_1, nor2_1",
        "fin_cells": 1213,
        "areaGrowthSynthToFinish_pct": 162,
        "drive_gt1_share_pct": 4.24,
    },
    "yosys": {
        "synthArstFlopShare_pct": 100,
        "flop_cell": "dfrtp_1",
        "ys.flops": 7,
        "syn_avg_cell_area_um2": 6.63,
        "ys_cells": 452,
        "postSynthCellCount": 452,
        "synth_area_um2": 3000,
        "yosys_area_um2": 3000,
        "synth.yosys.seq_area_share_pct": 5.93,
        "yosysWarnings": 1,
        "edf_count": 0,
        "synth_cell_types": 51,
    },
    "sta": {
        "skew_ps": 1.48,
        "tightestPinTransition_ps": 677,
        "finalClockPeriodUsage_pct": 80.9,
        "setup_tns_ps": 0,
        "relSlewSlack_pct": 54.3,
        "setup_viol": 0,
        "drv_slew": 0,
        "fmax_ghz": 0.193,
        "final-hold-violation-count": 0,
        "rsz0062_at_grt": "false",
        "period_minus_slack_ps": 5170,
    },
    "power_and_ir_drop": {
        "p_per_area_nw_per_um2": 101,
        "power.switching_w": 0.000253,
        "seq_power_share_pct": 8.8,
        "p_leak_nw": 2.84,
        "intPower_w": 0.000542,
        "p_clk_share_pct": 13.4,
        "p_sw_share_pct": 31.9,
        "peakVddDrop_v": 0.0000993,
        "combPwrFrac_pct": 77.8,
    },
    "min_path": {
        "min_path_type": "flop to flop",
    },
    "run": {
        "cap_viol_max_count": 0,
        "warning_count": 29,
    },
    "run_status": {
        "outcome": "finished clean",
    },
    "global_routing": {
        "overflow": 0,
        "grt_pass1_wl_mm": 31.7,
        "antenna_found_initial": 0,
        "grt_max_degree": 53,
        "grt_use_total_pct": 12.0,
        "grt_pass1_vias": 4981,
    },
}
## cell type report
| class | count | area, µm² | area share, % |
|---|---|---|---|
| multi-input combinational | 403 | 2670 | 34.0 |
| tap | 341 | 427 | 5.44 |
| sequential | 7 | 179 | 2.28 |
| timing repair buffer | 447 | 4450 | 56.8 |
| clock buffer | 4 | 78.8 | 1.00 |
| inverter | 11 | 41.3 | 0.526 |
## worst register-to-register path, delay by kind of cell (launching register included)
kind / cells / cell delay, ps
DFF: 1 / 580
buffers and inverters: 1 / 110
AOI/OAI and AO/OA: 4 / 1210
## power groups by stage
stage     combinational [W]  sequential [W]  clock (W)
4_1_cts            0.000634       0.0000704   0.000107
5_1_grt            0.000674       0.0000723   0.000112
6_report           0.000619       0.0000702   0.000106
## synth_stat cells (3+ instances only)
cell type,n,area share [%]
and2_1,157,33
nor2_1,43,5.4
ha_1,6,2.5
dfrtp_1,5,4.2
clkbuf_1,31,3.9
nand3_1,6,1.0
o21ai_0,5,0.84
inv_1,10,1.3
o21ai_1,3,0.50
or3_1,3,0.63
xor2_1,8,2.3
nor4_1,16,3.3
xnor2_1,15,4.4
a22o_1,41,12
nor3_1,10,1.7
nand2_1,18,2.3
nand4_1,10,2.1
a21oi_1,8,1.3
and3_1,16,3.3
nor4_2,3,1.3
## metrics by stage
step | worst slack (ps) | total power, W | util, % | cell area, µm² | hold WS [ps]
final | 1230 | 0.000795 | 29.2 | 7850 | 498
after global routing | 976 | 0.000859 | 29.2 | 7850 | 520
after CTS | 1200 | 0.000811 | 29.2 | 7850 | 500
after detailed placement | 1210 | 0.000700 | 28.9 | 7770 | 494
after global placement | 1210 | 0.000704 | 28.9 | 7770 | 493
after floorplan | 2560 | 0.000236 | - | 3000 | 481
## per-layer routing
layer / vias up / share of wire, % / GRT usage, %
li1: 2419 / - / -
met1: 2155 / 39 / 14.2
met2: 259 / 49 / 21.2
met3: 12 / 11 / 4.50
met4: 0 / 0.68 / 0.813
met5: - / 0 / 0
## cell families (layout without fill, tap and decap cells)
logic type | Yosys count | count (layout) | synth area share [%]
XOR/XNOR | 23 | 23 | 6.73
buffers and inverters | 42 | 462 | 5.26
adder cells (fa/ha/maj) | 6 | 6 | 2.51
AND-OR/OR-AND | 70 | 70 | 18.6
flip-flops | 7 | 7 | 5.93
AND/OR/NAND/NOR | 304 | 304 | 61.0
## final timing paths
check                      depth (start not counted)                     end                from
max                                                9           s1_ARADDR[31]       m0_ARADDR[18]
min                                                1      state[0]$_DFF_PN1_  state[1]$_DFF_PN0_
max reg2reg                                        5      state[0]$_DFF_PN1_  state[0]$_DFF_PN1_
min reg2reg                                        1      state[0]$_DFF_PN1_  state[1]$_DFF_PN0_
max in group asynchronous                          1  sel_s_reg[0]$_DFF_PN1_                iRST
min in group asynchronous                          1  sel_s_reg[2]$_DFF_PN0_                iRST
Power is estimated from default activity; no workload was simulated.
