===== ./config.mk =====
export PLATFORM = sky130hd
export DESIGN_NAME = axi4_lite_slave_wrapper
export DESIGN_NICKNAME = axi4_lite_slave_wrapper
export VERILOG_FILES = /design/flow/design.v
export SDC_FILE = /design/flow/constraint.sdc
export NUM_CORES = 4
export LEC_CHECK = 1
export CORE_AREA = 10 10 70 70
export DIE_AREA = 0 0 80 80

===== ./design.v =====
module axi4_lite_slave #(
    parameter ADDR_WIDTH = 32,
    parameter DATA_WIDTH = 32
) (
    input                               iCLK,
    input                               iRST,
    input                               s_AWVALID,
    input       [2:0]                   s_AWPROT,
    input       [ADDR_WIDTH-1:0]        s_AWADDR,
    output                              s_AWREADY,
    input                               s_WVALID,
    input       [DATA_WIDTH-1:0]        s_WDATA,
    input       [(DATA_WIDTH/8)-1:0]    s_WSTRB,
    output                              s_WREADY,
    input                               s_BREADY,
    output                              s_BVALID,
    output      [1:0]                   s_BRESP,
    input                               s_ARVALID,
    input       [2:0]                   s_ARPROT,
    input       [ADDR_WIDTH-1:0]        s_ARADDR,
    output                              s_ARREADY,
    input                               s_RREADY,
    output                              s_RVALID,
    output      [1:0]                   s_RRESP,
    output      [DATA_WIDTH-1:0]        s_RDATA,
    input       [1:0]                   write_resp,
    output      [ADDR_WIDTH-1:0]        write_addr,
    output      [DATA_WIDTH-1:0]        write_data,
    output      [(DATA_WIDTH/8)-1:0]    write_strb,
    input       [1:0]                   read_resp,
    input       [DATA_WIDTH-1:0]        read_data,
    output      [ADDR_WIDTH-1:0]        read_addr
);
    localparam IDLE     = 3'b000;
    localparam WADDR    = 3'b001;
    localparam WDATA    = 3'b010;
    localparam WRESP    = 3'b011;
    localparam RADDR    = 3'b100;
    localparam RDATA    = 3'b101;
    reg         read_start, write_start;
    reg [2:0]   state, next_state;
    always @(posedge iCLK or negedge iRST) begin
        if (!iRST) begin
            state           <= IDLE;
        end else begin
            state           <= next_state;
        end
    end
    always @(*) begin
        next_state = state;
        case (state)
            IDLE: next_state = (s_AWVALID) ? WADDR : ((s_ARVALID) ? RADDR : IDLE);
            WADDR: if (s_AWVALID && s_AWREADY)  next_state  = WDATA;
            WDATA: if (s_WVALID  && s_WREADY)   next_state  = WRESP;
            WRESP: if (s_BVALID  && s_BREADY)   next_state  = IDLE;
            RADDR: if (s_ARVALID && s_ARREADY)  next_state  = RDATA;
            RDATA: if (s_RVALID  && s_RREADY)   next_state  = IDLE;
        endcase
    end    
    assign s_AWREADY    = (state == WADDR) ? 1'b1           : 1'b0;
    assign write_addr   = (state == WADDR) ? s_AWADDR       : {ADDR_WIDTH{1'b0}};
    assign s_WREADY     = (state == WDATA) ? 1'b1           : 1'b0;
    assign write_data   = (state == WDATA) ? s_WDATA        : {DATA_WIDTH{1'b0}};
    assign write_strb   = (state == WDATA) ? s_WSTRB        : {(DATA_WIDTH/8){1'b0}};
    assign s_BVALID     = (state == WRESP) ? 1'b1           : 1'b0;
    assign s_BRESP      = (state == WRESP) ? write_resp     : 2'b00;  
    assign s_ARREADY    = (state == RADDR) ? 1'b1           : 1'b0;
    assign read_addr    = (state == RADDR) ? s_ARADDR       : {ADDR_WIDTH{1'b0}};
    assign s_RVALID     = (state == RDATA) ? 1'b1           : 1'b0;
    assign s_RDATA      = (state == RDATA) ? read_data      : {DATA_WIDTH{1'b0}};
    assign s_RRESP      = (state == RDATA) ? read_resp      : 2'b00;  
endmodule
module axi4_lite_slave_wrapper #(
    parameter ADDR_WIDTH = 32,
    parameter DATA_WIDTH = 32
) (
    input                               iCLK,
    input                               iRST,
    input                               s_AWVALID,
    input       [2:0]                   s_AWPROT,
    input       [ADDR_WIDTH-1:0]        s_AWADDR,
    output                              s_AWREADY,
    input                               s_WVALID,
    input       [DATA_WIDTH-1:0]        s_WDATA,
    input       [(DATA_WIDTH/8)-1:0]    s_WSTRB,
    output                              s_WREADY,
    input                               s_BREADY,
    output                              s_BVALID,
    output      [1:0]                   s_BRESP,
    input                               s_ARVALID,
    input       [2:0]                   s_ARPROT,
    input       [ADDR_WIDTH-1:0]        s_ARADDR,
    output                              s_ARREADY,
    input                               s_RREADY,
    output                              s_RVALID,
    output      [1:0]                   s_RRESP,
    output      [DATA_WIDTH-1:0]        s_RDATA
);
    wire                            write_req, write_done;
    wire    [1:0]                   write_resp;
    wire    [ADDR_WIDTH-1:0]        write_addr;
    wire    [DATA_WIDTH-1:0]        write_data;
    wire    [(DATA_WIDTH/8)-1:0]    write_strb;
    reg                             write_req_reg, write_done_reg;
    reg     [ADDR_WIDTH-1:0]        write_addr_reg;
    reg     [DATA_WIDTH-1:0]        write_data_reg;
    reg     [(DATA_WIDTH/8)-1:0]    write_strb_reg;
    wire                            read_req, read_done;
    wire    [1:0]                   read_resp;
    wire    [ADDR_WIDTH-1:0]        read_addr;
    wire    [DATA_WIDTH-1:0]        read_data;
    reg                             read_req_reg, read_done_reg;
    reg     [ADDR_WIDTH-1:0]        read_addr_reg;
	localparam OKAY     = 2'b00;
	localparam EXOKAY   = 2'b01;
	localparam SLVERR   = 2'b10;
	localparam DECERR   = 2'b11;
    axi4_lite_slave #(
        .ADDR_WIDTH(ADDR_WIDTH), .DATA_WIDTH(DATA_WIDTH)
    ) axi_slave (
        .iCLK(iCLK), .iRST(iRST),
        .s_AWREADY(s_AWREADY), .s_AWVALID(s_AWVALID), .s_AWPROT(s_AWPROT), .s_AWADDR(s_AWADDR),
        .s_WREADY(s_WREADY), .s_WVALID(s_WVALID), .s_WDATA(s_WDATA), .s_WSTRB(s_WSTRB),
        .s_BVALID(s_BVALID), .s_BRESP(s_BRESP), .s_BREADY(s_BREADY),
        .s_ARREADY(s_ARREADY), .s_ARVALID(s_ARVALID), .s_ARPROT(s_ARPROT), .s_ARADDR(s_ARADDR),
        .s_RVALID(s_RVALID), .s_RRESP(s_RRESP), .s_RDATA(s_RDATA), .s_RREADY(s_RREADY),
        .write_addr(write_addr), .write_data(write_data), .write_strb(write_strb), .write_resp(write_resp),
        .read_addr(read_addr), .read_data(read_data), .read_resp(read_resp)
    );
    always @(posedge iCLK or negedge iRST) begin
        if (!iRST) begin
            write_req_reg       <= 1'b0;
            read_req_reg        <= 1'b0;
            write_done_reg      <= 1'b0;
            read_done_reg       <= 1'b0;
            write_addr_reg      <= {ADDR_WIDTH{1'b0}};
            read_addr_reg       <= {ADDR_WIDTH{1'b0}};
            write_strb_reg      <= {DATA_WIDTH/8{1'b0}};
            write_data_reg      <= {DATA_WIDTH{1'b0}};
        end else begin
            write_req_reg       <= write_req;
            read_req_reg        <= read_req;
            write_done_reg      <= (s_BVALID && s_BREADY);
            read_done_reg       <= (s_RVALID && s_RREADY);
            if (s_ARVALID && s_ARREADY)     read_addr_reg   <= s_ARADDR;
            if (s_AWVALID && s_AWREADY)     write_addr_reg  <= s_AWADDR;
            if (s_WVALID  && s_WREADY) begin
                write_strb_reg  <= s_WSTRB;
                write_data_reg  <= s_WDATA;
            end
        end
    end
    assign write_req    = s_WREADY;
    assign read_req     = s_RREADY;
    assign write_done   = (s_BVALID && s_BREADY);
    assign read_done    = (s_RVALID && s_RREADY);
    assign write_resp   = OKAY;
    assign read_resp    = OKAY;
endmodule

===== ./run.sh =====
#!/bin/bash
# OpenROAD 26Q1-2900-gdf79404cd8, Yosys 0.63+post, stock flow scripts
make -C /OpenROAD-flow-scripts/flow DESIGN_CONFIG=/design/flow/config.mk WORK_HOME=/design/flow/orfs finish

===== ./constraint.sdc =====
current_design axi4_lite_slave_wrapper

set clk_period 1.6
set clk_io_pct 0.2

create_clock -name clk0 -period $clk_period [get_ports {iCLK}]

set non_clock_inputs [all_inputs -no_clocks]
set_input_delay [expr $clk_period * $clk_io_pct] -clock clk0 $non_clock_inputs
set_output_delay [expr $clk_period * $clk_io_pct] -clock clk0 [all_outputs]

==> impl_metrics.py <==
# Flow results
metrics = {
    "critical_path": {
        "critPathSlowestCell": "clkdlybuf4s50_1",
        "crit_buf_inv": 1,
        "critPathMaxStageDelay_ns": 0.49,
        "critPathMaxFanout": 3,
        "crit_family": "buffers and inverters",
        "reg2reg_slack_ns": 0.70,
        "crit_chain": "clkdlybuf4s50_1",
        "path_class": "flop to output pin",
        "crit_arrival_ns": 1.10,
        "cp.required_ns": 1.28,
        "cp-start-kind": "flop",
        "crit_path_end_kind": "output pin",
    },
    "synth": {
        "area_leaders": "buf_4, dfrtp_1, dfstp_2, o21ai_0, inv_1",
        "synth_area_per_cell_um2": 8.758,
        "synth_flop_count": 6,
        "ys_cells": 58,
        "synthCells": 58,
        "yosysTopAreaCellShare_pct": 53.20,
        "yosysTopAreaCell": "buf_4",
        "syn_area_um2": 508.0,
        "yosysSeqAreaShare_pct": 29.80,
        "yosys_warnings": 34,
        "netlist-cell-type-count": 11,
        "yosys.stat.chipArea_um2": 508.0,
    },
    "power": {
        "p_int_w": 0.0003497,
        "cellPowerDensity_mw_per_mm2": 806.4,
        "pwr-share-clk_pct": 32.8,
        "p_sw_w": 0.0001043,
        "netSwitchingFraction_pct": 22.97,
        "p_leak_nw": 0.2762,
        "power_w": 0.0004540,
        "ir_worst_vdd_mv": 0.1594,
        "p_seq_share_pct": 45.4,
        "power_frac_comb_pct": 21.7,
    },
    "worst_hold_path": {
        "hold_class": "primary input to asynchronous set/reset pin",
    },
    "clock_tree": {
        "post_cts_buffers": 0,
        "clkSinkCount": 6,
        "hold_buffers": 0,
        "clockRootBuffer": "clkbuf_4",
        "numCtsBuffers": 3,
        "clk_latency_ns": 0.24,
        "cts.reportedPaths.clkPinSlew_ns": 0.05,
        "h-tree-depth": 1,
        "cts_max_path_buffers": 2,
        "cts_tree": "built",
        "cts_resized": 0,
    },
    "routing": {
        "highest_layer": "met4",
        "drt-met1-wl_um": 466,
        "drc_errors": 0,
        "wire_per_inst_um": 8.839,
        "routed-wl-met3_um": 130,
        "via_per_inst": 2.483,
        "vias": 293,
        "dr.pass1.iters": 2,
        "ant_nets": 0,
        "drt_wl_total_mm": 1.043,
        "n_antenna_cell": 0,
        "wl_met2_um": 427,
        "drt_iter0_markers": 7,
    },
    "layout": {
        "drive_gt1_share_pct": 6.944,
        "syn2layout_area_growth_pct": 10.84,
        "postLayoutCellArea_um2": 563.0,
        "instances_no_fill": 118,
        "fill_cells": 400,
    },
    "final_timing": {
        "finalHoldViolations": 0,
        "drv_slew": 0,
        "rsz0062_at_grt": "no",
        "finalCriticalPeriod_ns": 1.425,
        "fin_crit_sh_pct": 89.04,
        "finalSetupTns_ns": 0,
        "finalSetupViolations": 0,
        "whs_ns": 0.3170,
        "fmax_mhz": 701.9,
        "finClkSkew_ns": 0.004914,
    },
    "floorplanning": {
        "initCoreUtil_pct": 14.87,
        "fp.coreArea_mm2": 0.003416,
        "dieArea_mm2": 0.006400,
        "fp.dieH_um": 80,
        "rows": 21,
        "die_x_um": 80,
        "ios": 154,
    },
    "grt": {
        "grt_max_degree": 7,
        "grt_first_pass_wirelength_mm": 1.449,
        "antenna_found_initial": 0,
        "grt-ovfl-total": 0,
        "first_global_vias": 357,
        "grt_util_all_layers_pct": 2.673,
    },
    "place": {
        "hpwl_um": 933.8,
        "port_buffers": 11,
        "gp_congestion": 0.6736,
        "dpl_cell_area_um2": 536.8,
        "place_inst": 114,
    },
    "run": {
        "warnings": 131,
        "max_cap_violations": 0,
    },
    "outcome": {
        "outcome": "complete, no violations",
    },
}
synth_stat cells:
cell and instances:
a221o_1 1, buf_4 36, conb_1 1, dfrtp_1 5, dfstp_2 1, inv_1 4
mux2_2 1, nand2_1 3, nand3b_1 1, nor3b_1 1, o21ai_0 4
logic make-up after synthesis:
group	synth area share [%]
mux	2.217
simple gates	5.173
other cells	0.7382
compound gates	5.912
buf+inv	56.16
flops	29.80
power by group through the flow:
stage	clock [W]	sequential, W	combinational [W]
6_report	0.000149	0.000206	0.0000987
5_1_grt	0.000168	0.000210	0.000117
4_1_cts	0.000156	0.000206	0.000105
worst paths after layout:
kind / start / endpoint / depth (start not counted)
min in group clk0: axi_slave.state[2]$_DFF_PN0_ / axi_slave.state[5]$_DFF_PN0_ / 2
max: axi_slave.state[5]$_DFF_PN0_ / s_BVALID / 1
min reg2reg: axi_slave.state[2]$_DFF_PN0_ / axi_slave.state[5]$_DFF_PN0_ / 2
min: iRST / axi_slave.state[1]$_DFF_PN0_ / 1
max in group asynchronous: iRST / axi_slave.state[0]$_DFF_PN1_ / 1
max reg2reg: axi_slave.state[0]$_DFF_PN1_ / axi_slave.state[0]$_DFF_PN1_ / 2
per-stage QoR:
| step | utilization, % | worst slack, ns |
|---|---|---|
| after global routing | 16.48 | 0.09881 |
| after floorplan | - | 0.7473 |
| after CTS | 16.48 | 0.1583 |
| final | 16.48 | 0.1753 |
| after detailed placement | 15.71 | 0.2877 |
| after global placement | 15.71 | 0.2910 |
cells in the final DEF (no fill, tap or decap):
cell              n
conb_1           36
clkdlybuf4s50_1  11
dfrtp_1           5
inv_1             4
o21ai_0           4
nand2_1           3
clkbuf_4          3
nor3b_1           1
a221o_1           1
nand3b_1          1
mux2_2            1
dfstp_2           1
clkbuf_1          1
metal layers:
| layer | vias to the layer above | track usage [%] |
|---|---|---|
| met5 | - | 0 |
| met4 | 0 | 0.8803 |
| met3 | 2 | 1.250 |
| met2 | 32 | 4.173 |
| met1 | 123 | 3.159 |
| li1 | 136 | - |
cell type report:
type,count,area [um^2],area share [%]
inverter,4,15.01,2.667
clock buffer,4,26.28,4.667
tap,46,57.56,10.22
sequential,6,151.4,26.89
timing repair buffer,11,110.1,19.56
multi-input combinational,47,202.7,36.00
Power figures rest on the tool's default switching activity, not on a simulated workload.
