--- flow/design.v ---
module axi4_lite_master #(
    parameter ADDR_WIDTH    = 32,
    parameter DATA_WIDTH    = 32
) (
    input                               iCLK,
    input                               iRST,
    input                               m_AWREADY,
    output                              m_AWVALID,
    output      [2:0]                   m_AWPROT,
    output      [ADDR_WIDTH-1:0]        m_AWADDR,
    input                               m_WREADY,
    output                              m_WVALID,
    output      [DATA_WIDTH-1:0]        m_WDATA,
    output      [(DATA_WIDTH/8)-1:0]    m_WSTRB,
    input                               m_BVALID,
    input       [1:0]                   m_BRESP,
    output                              m_BREADY,
    input                               m_ARREADY,
    output                              m_ARVALID,
    output      [2:0]                   m_ARPROT,
    output      [ADDR_WIDTH-1:0]        m_ARADDR,
    input                               m_RVALID,
    input       [1:0]                   m_RRESP,
    input       [DATA_WIDTH-1:0]        m_RDATA,
    output                              m_RREADY,
    input                               write_req,
    input       [ADDR_WIDTH-1:0]        write_addr,
    input       [DATA_WIDTH-1:0]        write_data,
    input       [(DATA_WIDTH/8)-1:0]    write_strb,
    output      [1:0]                   write_resp,
    input                               read_req,
    input       [ADDR_WIDTH-1:0]        read_addr,
    output      [DATA_WIDTH-1:0]        read_data,
    output      [1:0]                   read_resp
);
    assign m_AWPROT     = 3'b000;
    assign m_ARPROT     = 3'b000;
    localparam IDLE     = 3'b000;
    localparam WADDR    = 3'b001;
    localparam WDATA    = 3'b010;
    localparam WRESP    = 3'b011;
    localparam RADDR    = 3'b100;
    localparam RDATA    = 3'b101;
    reg         read_start, write_start;
    reg [2:0]   state, next_state;
    always @(posedge iCLK or negedge iRST) begin
        if (!iRST) begin
            state           <= IDLE;
            write_start     <= 1'b0;
            read_start      <= 1'b0;
        end else begin
            state           <= next_state;
            write_start     <= write_req;
            read_start      <= read_req;
        end
    end
    always @(*) begin
        next_state = state;
        case (state)
            IDLE: next_state = (write_req) ? WADDR : ((read_req) ? RADDR : IDLE);
            WADDR: if (m_AWVALID && m_AWREADY)  next_state  = WDATA;
            WDATA: if (m_WVALID  && m_WREADY)   next_state  = WRESP;
            WRESP: if (m_BVALID  && m_BREADY)   next_state  = IDLE;
            RADDR: if (m_ARVALID && m_ARREADY)  next_state  = RDATA;
            RDATA: if (m_RVALID  && m_RREADY)   next_state  = IDLE;
        endcase
    end
    assign m_AWVALID    = (state == WADDR) ? 1'b1           : 1'b0;
    assign m_AWADDR     = (state == WADDR) ? write_addr     : {ADDR_WIDTH{1'b0}};
    assign m_WVALID     = (state == WDATA) ? 1'b1           : 1'b0;
    assign m_WDATA      = (state == WDATA) ? write_data     : {DATA_WIDTH{1'b0}};
    assign m_WSTRB      = (state == WDATA) ? write_strb     : {(DATA_WIDTH/8){1'b0}};
    assign m_BREADY     = (state == WRESP) ? 1'b1           : 1'b0;
    assign write_resp   = (state == WRESP) ? m_BRESP        : {2{1'b0}};
    assign m_ARVALID    = (state == RADDR) ? 1'b1           : 1'b0;
    assign m_ARADDR     = (state == RADDR) ? read_addr      : {ADDR_WIDTH{1'b0}};
    assign m_RREADY     = (state == RDATA) ? 1'b1           : 1'b0;
    assign read_data    = (state == RDATA) ? m_RDATA        : {DATA_WIDTH{1'b0}};
    assign read_resp    = (state == RDATA) ? m_RRESP        : {2{1'b0}};
endmodule
module axi4_lite_master_wrapper #(
    parameter ADDR_WIDTH = 32,
    parameter DATA_WIDTH = 32
) (
    input                               iCLK,
    input                               iRST,
    input                               m_AWREADY,
    output                              m_AWVALID,
    output      [2:0]                   m_AWPROT,
    output      [ADDR_WIDTH-1:0]        m_AWADDR,
    input                               m_WREADY,
    output                              m_WVALID,
    output      [DATA_WIDTH-1:0]        m_WDATA,
    output      [(DATA_WIDTH/8)-1:0]    m_WSTRB,
    input                               m_BVALID,
    input       [1:0]                   m_BRESP,
    output                              m_BREADY,
    input                               m_ARREADY,
    output                              m_ARVALID,
    output      [2:0]                   m_ARPROT,
    output      [ADDR_WIDTH-1:0]        m_ARADDR,
    input                               m_RVALID,
    input       [1:0]                   m_RRESP,
    input       [DATA_WIDTH-1:0]        m_RDATA,
    output                              m_RREADY
);
    wire                            write_req, write_done;
    wire    [1:0]                   write_resp;
    wire    [(DATA_WIDTH/8)-1:0]    write_strb;
    wire    [ADDR_WIDTH-1:0]        write_addr;
    wire    [DATA_WIDTH-1:0]        write_data;
    reg                             write_done_reg;
    reg     [1:0]                   write_resp_reg;
    wire                            read_req, read_done;
    wire    [1:0]                   read_resp;
    wire    [ADDR_WIDTH-1:0]        read_addr;
    wire    [DATA_WIDTH-1:0]        read_data;
    reg                             read_done_reg;
    reg     [1:0]                   read_resp_reg;
    reg     [DATA_WIDTH-1:0]        read_data_reg;
    axi4_lite_master #(
        .ADDR_WIDTH(ADDR_WIDTH), .DATA_WIDTH(DATA_WIDTH)
    ) axi_master (
        .iCLK(iCLK), .iRST(iRST),
        .m_AWREADY(m_AWREADY), .m_AWVALID(m_AWVALID), .m_AWPROT(m_AWPROT), .m_AWADDR(m_AWADDR),
        .m_WREADY(m_WREADY), .m_WVALID(m_WVALID), .m_WDATA(m_WDATA), .m_WSTRB(m_WSTRB),
        .m_BVALID(m_BVALID), .m_BRESP(m_BRESP), .m_BREADY(m_BREADY),
        .m_ARREADY(m_ARREADY), .m_ARVALID(m_ARVALID), .m_ARPROT(m_ARPROT), .m_ARADDR(m_ARADDR),
        .m_RVALID(m_RVALID), .m_RRESP(m_RRESP), .m_RDATA(m_RDATA), .m_RREADY(m_RREADY),
        .write_req(write_req), .write_addr(write_addr), .write_data(write_data), .write_strb(write_strb), .write_resp(write_resp),
        .read_req(read_req), .read_addr(read_addr), .read_data(read_data), .read_resp(read_resp)
    );
    always @(posedge iCLK or negedge iRST) begin
        if (!iRST) begin
            write_done_reg      <= 1'b0;
            read_done_reg       <= 1'b0;
            write_resp_reg      <= {2{1'b0}};
            read_resp_reg       <= {2{1'b0}};
            read_data_reg       <= {DATA_WIDTH{1'b0}};
        end else begin
            write_done_reg      <= (m_BVALID && m_BREADY);
            read_done_reg       <= (m_RVALID && m_RREADY);
            if (m_BVALID && m_BREADY)     write_resp_reg    <= m_BRESP;
            if (m_RVALID && m_RREADY) begin
                read_resp_reg   <= m_RRESP;
                read_data_reg   <= m_RDATA;
            end
        end
    end
    assign write_strb   = {(DATA_WIDTH/8){1'b1}};
    assign write_done   = (m_BVALID && m_BREADY);
    assign read_done    = (m_RVALID && m_RREADY);
endmodule
--- flow/run.sh ---
#!/bin/bash
# OpenROAD 26Q1-2900-gdf79404cd8, Yosys 0.63+post, stock flow scripts
make -C /OpenROAD-flow-scripts/flow DESIGN_CONFIG=/design/flow/config.mk WORK_HOME=/design/flow/orfs finish
--- flow/config.mk ---
export PLATFORM = sky130hd
export DESIGN_NAME = axi4_lite_master_wrapper
export DESIGN_NICKNAME = axi4_lite_master_wrapper
export VERILOG_FILES = /design/flow/design.v
export SDC_FILE = /design/flow/constraint.sdc
export NUM_CORES = 4
export LEC_CHECK = 1
export CORE_AREA = 10 10 70 70
export DIE_AREA = 0 0 80 80
--- flow/constraint.sdc ---
current_design axi4_lite_master_wrapper

set clk_period 1.2
set clk_io_pct 0.2

create_clock -name clk0 -period $clk_period [get_ports {iCLK}]

set non_clock_inputs [all_inputs -no_clocks]
set_input_delay [expr $clk_period * $clk_io_pct] -clock clk0 $non_clock_inputs
set_output_delay [expr $clk_period * $clk_io_pct] -clock clk0 [all_outputs]
==> reports/qor.txt <==
Lkg Pwr: 0.544 nW
Achievable Freq: 0.858 GHz
Number of synthesized register bits: 5
Core footprint: 3420 um2
IO Pins: 154
Largest type area fraction: 81.6%
R2r endpoint: axi_master.state[5]$_DFF_PN0_
Clock skew: 0.000872 ns
Final hold violations: 0
Top flop regs: axi_master.state: 5 flops
CP arrival: 0.92 ns
Final setup TNS: 0 ns
Later-pin clock latency in the skew report: 0.24 ns
Final core occ: 24.1%
GRT Util Overall: 4.39%
Comb. cell area: 422 um2
Post-synth seq share: 12.8%
N_diodes: 0
Yosys cell types: 7
First-pass GRT wire length: 2.43 mm
Total grt overflow: 0
Fin crit share: 97.1%
Reg-to-Reg Start: axi_master.state[2]$_DFF_PN0_
Status: completed
Syn Std Cell Area: 975 um2
# DRC: 0
OpenROAD warning count: 62
CP max FO: 3
Vias per cell: 2.40
Avg Synthesized Cell Area: 7.92 um2
Clock net sink count: 5
IO buf count: 15
WS Path Type: reg -> out
Via count: 453
Largest register FFs: 5
Number of global-route vias before repair: 553
Biggest register: axi_master.state
Num CTS Buffers: 3
Final ANT Viol Nets: 0
Initial antenna violation count: 0
RSZ-0062 raised after global routing: no
Yosys chip area: 975 um2
Register clock-pin slew on the reported worst setup and hold paths: 0.04 ns
Ys cells: 123
Max H-tree Level: 1
EDFF count, synth: 0
Initial DRC count: 6
CTS tree: done
Largest net degree at the start of global routing: 6
Crit path launch type: flop
Site Rows: 21
Register Area: 125 um2
Setup violations, final: 0
Power Density: 488 nW/um2
R2r worst-path depth: 5
Area growth syn-to-layout: -15.5%
CTS max path bufs: 2
Final slew viol count: 0
Post-route cell area: 823 um2
CTS root buffer: clkbuf_4
Fin crit period: 1.16 ns
WL final: 1.86 mm
Post-DP HPWL: 1.73 mm
Per-cell routed wire length: 9.85 um
Synth warn: 100
Initial core utilization: 28.5%
Pre-Repair DR Iteration Count: 2
Die Area: 6400 um2
Routability congestion estimate: 0.685
Post-Place Cell Area: 766 um2
Critical Path RT: 0.96 ns
Hold Path Class: in -> async
PnR worst setup slack: 0.0352 ns
Top post-synthesis cells by count: 106 x buf_4, 5 x dfrtp_1, 3 x inv_1, 3 x nand2_1, 3 x o21ai_1
Die W: 80 um
Asr flop ratio synth: 100%
Post-place setup slack: 0.0474 ns
R2R Setup Slk: 0.21 ns
Crit end category: output port
Layout filler cell count: 393
Maxcap violations: 0
Ys flop type: dfrtp_1
Area leader, netlist: buf_4
Layout cells sized above 1: 8.39%
Most frequent cell after synthesis: buf_4
Worst ir drop on vdd: 0.160 mV
Gate Count Post-Synth: 123
Top cells by area: buf_4 82%, dfrtp_1 13%, o21ai_1 1.5%
Die height: 80 um
## placed cells by master (no fill, tap or decap), drive strengths merged
| master | netlist | final |
|---|---|---|
| nand2 | 3 | 3 |
| dfrtp | 5 | 5 |
| clkbuf | 0 | 7 |
| buf | 106 | 6 |
| clkdlybuf4s50 | 0 | 6 |
| inv | 3 | 3 |
| clkdlybuf4s15 | 0 | 1 |
| nor2b | 2 | 2 |
| o21ai | 3 | 3 |
| dlygate4sd2 | 0 | 5 |
| conb | 1 | 102 |
## per-stage QoR
step | power [W] | instances | hold slack, ns
3_5_place_dp | 0.000225 | 179 | 0.477
2_1_floorplan | 0.000408 | 224 | -0.0556
3_3_place_gp | 0.000226 | 179 | 0.476
4_1_cts | 0.000423 | 188 | 0.220
6_report | 0.000402 | 189 | 0.217
5_1_grt | 0.000438 | 189 | 0.233
## worst max-delay path by stage
stage                                 start          to  slack [ns]  cells past startpoint
CTS           axi_master.state[2]$_DFF_PN0_  m_WSTRB[0]       -0.04                      2
global route  axi_master.state[2]$_DFF_PN0_    m_WVALID       0.006                      2
finish        axi_master.state[2]$_DFF_PN0_    m_WVALID        0.04                      2
## critical path, stage by stage (launching register included)
cell and delay, ns:
dfrtp_1 0.40, buf_6 0.13, clkdlybuf4s15_1 0.16
## power breakdown
group          leakage, nW  total [W]  internal (W)           switching (W)
registers           0.0699   0.000169      0.000169  0.00000000000000000358
logic                0.459  0.0000440     0.0000171               0.0000269
clock network       0.0150   0.000189      0.000125               0.0000634
## layer usage
| metal | routed length [um] | vias up | global-route usage (%) |
|---|---|---|---|
| li1 | - | 200 | - |
| met1 | 610 | 195 | 4.41 |
| met2 | 963 | 58 | 8.11 |
| met3 | 287 | 0 | 1.93 |
| met4 | 0 | 0 | 0.880 |
| met5 | 0 | - | 0 |
## repair_timing
| item | CTS | global route |
|---|---|---|
| resized | 9 | 9 |
| setup buffers | 5 | 1 |
| endpoints found under the setup margin | 9 | 4 |
| hold buffers | 0 | 0 |
| hold endpoints to repair | 0 | 0 |
## cell type report
| cell class | count | share of cell area, % |
|---|---|---|
| inverters | 3 | 1.37 |
| flip-flops and latches | 5 | 15.2 |
| clock buffers | 4 | 3.19 |
| repair buffers | 21 | 22.0 |
| well taps | 46 | 6.99 |
| multi-input cells | 110 | 51.2 |
## cells by family (layout without fill, tap and decap cells)
logic type | count (synthesis) | after routing | synth area share [%]
buffers and inverters | 109 | 28 | 82.8
flip-flops | 5 | 5 | 12.8
AND/OR/NAND/NOR | 5 | 5 | 2.44
AND-OR/OR-AND | 3 | 3 | 1.54
other | 1 | 102 | 0.385
Power and IR drop assume default switching activity.
